<file path="flow/design.v">
`timescale 1ns / 1ps
module cla4(
    input  [3:0] A, B,      
    input        Cin,       
    output [3:0] S,         
    output       Cout       
);
    wire [3:0] G, P;
    wire c1, c2, c3;
    assign G = A & B;
    assign P = A ^ B;
    assign c1   = G[0] | (P[0] & Cin);
    assign c2   = G[1] | (P[1] & G[0]) | (P[1] & P[0] & Cin);
    assign c3   = G[2] | (P[2] & G[1]) | (P[2] & P[1] & G[0]) |
                             (P[2] & P[1] & P[0] & Cin);
    assign Cout = G[3] | (P[3] & c3);
    assign S[0] = P[0] ^ Cin;
    assign S[1] = P[1] ^ c1;
    assign S[2] = P[2] ^ c2;
    assign S[3] = P[3] ^ c3;
endmodule
module cla16(
    input  [15:0] A, B,    
    input         Cin,     
    output [15:0] S,       
    output        Cout     
);
    wire c1, c2, c3;
    cla4 C0 (A[3:0],   B[3:0],   Cin, S[3:0],   c1);    
    cla4 C1 (A[7:4],   B[7:4],   c1,  S[7:4],   c2);    
    cla4 C2 (A[11:8],  B[11:8],  c2,  S[11:8],  c3);    
    cla4 C3 (A[15:12], B[15:12], c3,  S[15:12], Cout);  
endmodule
</file>
<file path="flow/run.sh">
#!/bin/bash
# OpenROAD 26Q1-2900-gdf79404cd8, Yosys 0.63+post, stock flow scripts
make -C /OpenROAD-flow-scripts/flow DESIGN_CONFIG=/design/flow/config.mk WORK_HOME=/design/flow/orfs finish
</file>
<file path="flow/config.mk">
export PLATFORM = sky130hd
export DESIGN_NAME = cla16
export DESIGN_NICKNAME = cla16
export VERILOG_FILES = /design/flow/design.v
export SDC_FILE = /design/flow/constraint.sdc
export NUM_CORES = 4
export LEC_CHECK = 1
export CORE_AREA = 10 10 70 70
export DIE_AREA = 0 0 80 80
</file>
<file path="flow/constraint.sdc">
current_design cla16

set clk_period 14.8
set clk_io_pct 0.2

create_clock -name clk0 -period $clk_period

set non_clock_inputs [all_inputs -no_clocks]
set_input_delay [expr $clk_period * $clk_io_pct] -clock clk0 $non_clock_inputs
set_output_delay [expr $clk_period * $clk_io_pct] -clock clk0 [all_outputs]
</file>
==> impl_metrics.ini <==
; flow metrics
[placement]
gp_congestion = 0.805
hpwl_um = 1690
portBuffers = 50
dp.cells = 160

[yosys]
yosysUniqueCellTypes = 12
netlist_instances = 64
syn_area_um2 = 549
ys_cells = 64
ys_seq_frac = 0
synth_top_cell_by_count = inv_1
ys_warn_count = 0
yosys_area_um2 = 549
yosysTopAreaCellShare = 0.292
largest_area_cell = fa_1
top_cells_by_area = fa_1 (29%), ha_1 (27%), inv_1 (14%)
synthTopCellsByCount = inv_1 (21), ha_1 (12), fa_1 (8)
avgSynthCellArea_um2 = 8.58

[floorplan]
die_y_um = 80
chipArea_um2 = 6400
num_rows = 21
pin_count = 50
initial_core_util = 0.161
die_x_um = 80
core_area_um2 = 3420

[drt]
vias_per_cell = 3.63
drt-initial-drc-count = 2
totalWireLength_um = 1770
ant_nets = 0
num_vias = 581
drc_errors = 0
antenna-diode-count = 0
first_pass_iters = 2
drt-wirelength-per-cell_um = 11.1

[power_and_ir_drop]
vdd_drop_max_mv = 0.0163
p_leak_nw = 0.530
power_density_nw_per_um2 = 41.3

[setup_path]
crit_path_end_kind = primary output
critPathMaxFanout = 2
worstPathArrival_ns = 7.08
worstSetupPathType = in -> out
critPathRequiredTime_ns = 11.84
start_kind = input pin

[final_layout]
fin_cells = 160
area_growth_pct = 102
final_layout_size_suffix_gt1_frac = 0.0175
num-clock-buffers = 0
flops = 0
seqCellArea_um2 = 0

[hold_path]
hold_depth = 5
hold_path.class = in -> out

[sta]
layout_min_cycle_time_ns = 10.04
hold_violations = 0
finalClockPeriodUsage = 0.679
drv_slew = 0
tns_ns = 0
maxSlewHeadroom = 0.889
finalSetupViolCount = 0
worstMarginPinSlew_ns = 0.165
rsz0062_at_grt = false
fmax_mhz = 99.6

[flow_run]
drv_cap = 0
warnings = 32

[global_routing]
grt_overflow = 0
grt_usage = 0.0556
antenna_found_initial = 0
grt_pass1_wl_um = 2910
grt_pass1_vias = 658
grt_max_degree = 4

[clock_tree]
cts_setup_buffers = 0
ctsHoldBuffers = 0
cts-resized-gates = 0

[run_status]
status = complete, no violations
-- worst paths after layout --
kind	startpoint	end	slack [ns]
setup / recovery	A[0]	S[15]	4.76
hold / removal	B[15]	Cout	6.97
-- layout by cell type, fill, tap and decap left out, types with 2 or more instances in the layout --
| cell type | Yosys | layout |
|---|---|---|
| fa_1 | 8 | 8 |
| a21o_1 | 2 | 2 |
| xnor2_1 | 4 | 4 |
| clkdlybuf4s50_1 | 0 | 50 |
| a21oi_1 | 5 | 5 |
| nand2_1 | 3 | 3 |
| nand3b_1 | 2 | 2 |
| inv_1 | 21 | 21 |
| ha_1 | 12 | 12 |
| xor2_1 | 4 | 4 |
-- cell families (layout without fill, tap and decap cells) --
group / after synthesis / in the layout / synth area share
simple gates: 6 / 6 / 0.0569
fa+ha+maj: 20 / 20 / 0.565
xor+xnor: 8 / 8 / 0.128
compound gates: 9 / 9 / 0.107
buf+inv: 21 / 71 / 0.144
-- critical path, cell delays in order --
cell             delay, ns
clkdlybuf4s50_1       0.43
ha_1                  0.29
a21o_1                0.19
a21oi_2               0.17
o21ba_2               0.16
fa_1                  0.19
nand3b_1              0.11
nand2_1               0.08
a21oi_1               0.19
fa_1                  0.23
nand3b_1              0.11
nand2_1               0.08
a21o_1                0.19
fa_1                  0.40
nand3_1               0.09
nand2_1               0.08
a21oi_1               0.17
fa_1                  0.42
inv_1                 0.06
clkdlybuf4s50_1       0.47
-- power breakdown --
| group | total [mW] | internal, mW | switching [mW] |
|---|---|---|---|
| clock | 0 | 0 | 0 |
| sequential | 0 | 0 | 0 |
| combinational | 0.0457 | 0.0319 | 0.0138 |
| total | 0.0457 | 0.0319 | 0.0138 |
-- cell type report --
| class | count | area, um2 |
|---|---|---|
| Fill cell | 350 | 2310 |
| Inverter | 21 | 78.8 |
| Multi-Input combinational cell | 43 | 470 |
| Tap cell | 46 | 57.6 |
| Timing Repair Buffer | 50 | 500 |
-- metrics by stage --
| step | util | instance area, um2 | setup slack (ns) | hold slack, ns | power (mW) |
|---|---|---|---|---|---|
| 2_1_floorplan | - | 549 | 5.90 | 6.03 | 0.0142 |
| 3_3_place_gp | 0.324 | 1110 | 4.78 | 6.98 | 0.0460 |
| 3_5_place_dp | 0.324 | 1110 | 4.69 | 6.97 | 0.0464 |
| 4_1_cts | 0.324 | 1110 | 4.68 | 6.98 | 0.0469 |
| 5_1_grt | 0.324 | 1110 | 4.44 | 7.03 | 0.0520 |
| 6_report | 0.324 | 1110 | 4.76 | 6.97 | 0.0457 |
-- routing by layer --
metal	wire [um]	track usage	up-vias
met5	0	0	-
met4	0	0	0
met3	468	0.0534	0
met2	512	0.0682	50
met1	786	0.0724	234
li1	-	-	297
Power figures rest on the tool's default switching activity, not on a simulated workload.
