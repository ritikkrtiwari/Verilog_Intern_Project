==> design/flow/design.v <==
module fulladder(s, cout, a, b, c);
    input a, b, c;           
    output s, cout;          
    wire s1, c1, c2;         
    xor G1(s1, a, b);        
    xor G2(s, s1, c);        
    and G3(c1, a, b);        
    and G4(c2, s1, c);       
    or  G5(cout, c1, c2);    
endmodule
module adder4(s, cout, A, B, Cin);
    input [3:0] A, B;        
    input Cin;                
    output [3:0] s;           
    output cout;              
    wire c1, c2, c3;          
    fulladder FA0 (s[0], c1, A[0], B[0], Cin);    
    fulladder FA1 (s[1], c2, A[1], B[1], c1);     
    fulladder FA2 (s[2], c3, A[2], B[2], c2);     
    fulladder FA3 (s[3], cout, A[3], B[3], c3);   
endmodule
module adder16(x, y, z, sign, zero, carry, parity, overflow);
    input [15:0] x, y;        
    output [15:0] z;          
    output sign, zero, carry, parity, overflow;  
    wire [3:1] c;             
    assign sign = z[15];                            
    assign zero = ~|z;                              
    assign parity = ~^z;                            
    assign overflow = (x[15] & y[15] & ~z[15]) |    
                      (~x[15] & ~y[15] & z[15]);
    adder4 A0 (z[3:0],   c[1],  x[3:0],   y[3:0],   1'b0);    
    adder4 A1 (z[7:4],   c[2],  x[7:4],   y[7:4],   c[1]);    
    adder4 A2 (z[11:8],  c[3],  x[11:8],  y[11:8],  c[2]);    
    adder4 A3 (z[15:12], carry, x[15:12], y[15:12], c[3]);    
endmodule
==> design/flow/run.sh <==
#!/bin/bash
# OpenROAD 26Q1-2900-gdf79404cd8, Yosys 0.63+post, stock flow scripts
make -C /OpenROAD-flow-scripts/flow DESIGN_CONFIG=/design/flow/config.mk WORK_HOME=/design/flow/orfs finish
==> design/flow/config.mk <==
export PLATFORM = sky130hd
export DESIGN_NAME = adder16
export DESIGN_NICKNAME = adder16
export VERILOG_FILES = /design/flow/design.v
export SDC_FILE = /design/flow/constraint.sdc
export NUM_CORES = 4
export LEC_CHECK = 1
export CORE_AREA = 10 10 80 80
export DIE_AREA = 0 0 90 90
==> design/flow/constraint.sdc <==
current_design adder16

set clk_period 12.1
set clk_io_pct 0.2

create_clock -name clk0 -period $clk_period

set non_clock_inputs [all_inputs -no_clocks]
set_input_delay [expr $clk_period * $clk_io_pct] -clock clk0 $non_clock_inputs
set_output_delay [expr $clk_period * $clk_io_pct] -clock clk0 [all_outputs]
==> report_table.html <==
<p>Metrics extracted from the flow reports.</p>
<table>
<tr><th>Metric</th><th>Value</th></tr>
<tr><th colspan="2">Run status</th></tr>
<tr><td>Status</td><td>complete, no violations</td></tr>
<tr><th colspan="2">Min path</th></tr>
<tr><td>Hold Crit Endpoint</td><td>z[12]</td></tr>
<tr><td>Number of cells traversed by the worst hold path</td><td>5</td></tr>
<tr><td>Hold path startpoint</td><td>x[12]</td></tr>
<tr><td>Hold Crit Class</td><td>in -&gt; out</td></tr>
<tr><th colspan="2">Drt</th></tr>
<tr><td>Wire length reported by the detailed router</td><td>2040 µm</td></tr>
<tr><td>Detailed-route via count</td><td>616</td></tr>
<tr><td>Count of TritonRoute iterations in the first routing pass</td><td>2</td></tr>
<tr><td>Via-per-instance ratio</td><td>3.18</td></tr>
<tr><td>Total inserted antenna cells</td><td>0</td></tr>
<tr><td>Total DRC errors in the routed layout</td><td>0</td></tr>
<tr><td>Detailed-route wire length per cell</td><td>10.5 µm</td></tr>
<tr><td>Drt initial violations</td><td>5</td></tr>
<tr><td>Remaining antenna violation count</td><td>0</td></tr>
<tr><th colspan="2">Setup path</th></tr>
<tr><td>Critical Setup Path Class</td><td>in -&gt; out</td></tr>
<tr><td>Cell repeated most along the worst path</td><td>sky130_fd_sc_hd__fa_1</td></tr>
<tr><td>Data arrival, critical path</td><td>9.21 ns</td></tr>
<tr><td>Critical path's slowest cell</td><td>sky130_fd_sc_hd__fa_2</td></tr>
<tr><td>Critical Path Max Stage Delay</td><td>0.49 ns</td></tr>
<tr><td>Kind of end point of the critical path</td><td>output port</td></tr>
<tr><td>Family with the most delay on the worst path</td><td>adder cells</td></tr>
<tr><td>Startpoint type of the worst setup path</td><td>input port</td></tr>
<tr><td>Maximum fanout encountered on the critical timing path</td><td>5</td></tr>
<tr><td>Number of buffers and inverters on the critical path</td><td>12</td></tr>
<tr><td>Required time worst endpoint</td><td>9.68 ns</td></tr>
<tr><th colspan="2">Placement</th></tr>
<tr><td>Routability congestion estimate from global placement</td><td>0.741</td></tr>
<tr><td>HPWL after DPL</td><td>2000 µm</td></tr>
<tr><td>Worst slack at placement</td><td>0.356 ns</td></tr>
<tr><td>Count of buffers inserted at the top-level ports</td><td>53</td></tr>
<tr><th colspan="2">Yosys</th></tr>
<tr><td>Syn_area_per_cell</td><td>8.91 µm²</td></tr>
<tr><td>Seq/Total Area, Yosys</td><td>0</td></tr>
<tr><td>Unique cell types</td><td>15</td></tr>
<tr><td>Cell taking the most area after synthesis</td><td>sky130_fd_sc_hd__fa_1</td></tr>
<tr><td>Xor and xnor fraction of the mapped netlist area</td><td>0.181</td></tr>
<tr><td>Area share of fa/ha/maj cells after synthesis</td><td>0.437</td></tr>
<tr><td>Dominant kind of combinational cell</td><td>adder cells</td></tr>
<tr><td>Netlist area before placement</td><td>802 µm²</td></tr>
<tr><td>Area share of the largest cell type after synthesis</td><td>0.374</td></tr>
<tr><td>Count of instantiated cells in the yosys netlist</td><td>90</td></tr>
<tr><td>Share of synthesized cell area in and-or and or-and compound cells</td><td>0</td></tr>
<tr><td>Simple logic cell fraction of the synthesized area</td><td>0.0452</td></tr>
<tr><td>Post-synthesis chip area from yosys</td><td>802 µm²</td></tr>
<tr><td>Synthesis Warnings</td><td>0</td></tr>
<tr><td>Area contributors post-synth</td><td>sky130_fd_sc_hd__fa_1 (37%), sky130_fd_sc_hd__inv_1 (17%), sky130_fd_sc_hd__buf_4 (15%)</td></tr>
<tr><td>Post-synthesis cell count</td><td>90</td></tr>
<tr><td>Synth mux share</td><td>0.0140</td></tr>
<tr><th colspan="2">Floorplanning</th></tr>
<tr><td>Die width</td><td>90 µm</td></tr>
<tr><td>Height of the die</td><td>90 µm</td></tr>
<tr><td>Initial cell density of the core</td><td>0.170</td></tr>
<tr><td>Placement row count</td><td>25</td></tr>
<tr><td>Top Ports</td><td>53</td></tr>
<tr><td>Chip area</td><td>8100 µm²</td></tr>
<tr><td>Core area</td><td>4720 µm²</td></tr>
<tr><th colspan="2">Clock network</th></tr>
<tr><td>Hold-fix buffers, CTS</td><td>0</td></tr>
<tr><td>Number of buffers inserted to repair setup after CTS</td><td>0</td></tr>
<tr><td>CTS resizes</td><td>0</td></tr>
<tr><th colspan="2">GRT</th></tr>
<tr><td>Maximum number of pins on one net before global-route repair</td><td>6</td></tr>
<tr><td>Via count of the first global-routing pass</td><td>659</td></tr>
<tr><td>Wire length of the first global-routing pass</td><td>3240 µm</td></tr>
<tr><td>Overall routing resource usage</td><td>0.0491</td></tr>
<tr><td>Number of antenna violations at the first check in global routing</td><td>0</td></tr>
<tr><td>Total overflow reported by the global router</td><td>0</td></tr>
<tr><th colspan="2">STA</th></tr>
<tr><td>Min setup slack post-route</td><td>0.469 ns</td></tr>
<tr><td>Worst-case headroom to the max-slew limit</td><td>0.844</td></tr>
<tr><td>Least-Margin Pin Slew</td><td>0.231 ns</td></tr>
<tr><td>Post-route clock period utilization</td><td>0.961</td></tr>
<tr><td>Max-slew violation total from the final report</td><td>0</td></tr>
<tr><td>Min Tclk post-route</td><td>11.63 ns</td></tr>
<tr><td>RSZ-0062 raised after global routing</td><td>false</td></tr>
<tr><td>Number of hold violations in the final report</td><td>0</td></tr>
<tr><td>Setup TNS</td><td>0 ns</td></tr>
<tr><td>Fmax</td><td>86.0 MHz</td></tr>
<tr><td>Setup violators final</td><td>0</td></tr>
<tr><th colspan="2">Finish</th></tr>
<tr><td>Total of clock buffers placed in the layout</td><td>0</td></tr>
<tr><td>Number of sequential cells in the layout</td><td>0</td></tr>
<tr><td>Count of filler cells inserted in the layout</td><td>505</td></tr>
<tr><td>Register cell area after layout</td><td>0 µm²</td></tr>
<tr><td>Ratio of cells with drive above 1 in the final layout</td><td>0.0236</td></tr>
<tr><td>Utilization after layout</td><td>0.275</td></tr>
<tr><td>Area grow syn2layout</td><td>61.9%</td></tr>
<tr><td>Comb. cell area</td><td>546 µm²</td></tr>
<tr><th colspan="2">Power</th></tr>
<tr><td>Peak ir drop on the vdd network</td><td>0.0372 mV</td></tr>
<tr><td>PwrDens</td><td>96.7 nW/µm²</td></tr>
<tr><td>Leakage component of the power</td><td>0.620 nW</td></tr>
<tr><th colspan="2">Run</th></tr>
<tr><td>Max Cap Viol</td><td>0</td></tr>
<tr><td>Number of logged tool warnings</td><td>34</td></tr>
</table>
per-layer routing:
| layer | part of all wire | wire length, µm | vias to the layer above | global-route usage |
|---|---|---|---|---|
| li1 | - | - | 307 | - |
| met1 | 0.41 | 836 | 279 | 0.0602 |
| met2 | 0.46 | 935 | 30 | 0.0805 |
| met3 | 0.13 | 263 | 0 | 0.0251 |
| met4 | 0 | 0 | 0 | 0 |
| met5 | 0 | 0 | - | 0 |
power by group:
group	total (mW)	internal, mW	leakage [nW]	switching, mW
Combinational	0.126	0.0884	0.620	0.0372
Sequential	0	0	0	0
Clock	0	0	0	0
Yosys cell counts:
master                     n
sky130_fd_sc_hd__xnor3_1   3
sky130_fd_sc_hd__ha_1      4
sky130_fd_sc_hd__xnor2_1   6
sky130_fd_sc_hd__xnor2_2   1
sky130_fd_sc_hd__nor3_1    2
sky130_fd_sc_hd__buf_4    16
sky130_fd_sc_hd__xor2_1    1
sky130_fd_sc_hd__mux2_1    1
sky130_fd_sc_hd__nand2_1   1
sky130_fd_sc_hd__inv_2     1
sky130_fd_sc_hd__or4_1     1
sky130_fd_sc_hd__inv_1    36
sky130_fd_sc_hd__nand4_1   1
sky130_fd_sc_hd__nor4b_1   1
sky130_fd_sc_hd__fa_1     15
cell families after synthesis:
group,count (synthesis)
adder cells (fa/ha/maj),19
buffers and inverters,53
AND/OR/NAND/NOR,6
XOR/XNOR,11
multiplexers,1
how the worst max path moves through the flow:
| stage | startpoint | end | slack (ns) | depth (start not counted) |
|---|---|---|---|---|
| after CTS | y[0] | parity | 0.33 | 31 |
| after global routing | y[0] | parity | 0.02 | 31 |
| final | y[0] | parity | 0.47 | 31 |
layout by cell type, fill, tap and decap left out:
cell type and n:
sky130_fd_sc_hd__mux2_1 1, sky130_fd_sc_hd__xnor2_2 1, sky130_fd_sc_hd__inv_2 1, sky130_fd_sc_hd__xor2_1 1, sky130_fd_sc_hd__nor3_1 2, sky130_fd_sc_hd__inv_1 36, sky130_fd_sc_hd__or4_1 1, sky130_fd_sc_hd__xnor2_1 6
sky130_fd_sc_hd__fa_1 14, sky130_fd_sc_hd__nor4b_1 1, sky130_fd_sc_hd__nand4_1 1, sky130_fd_sc_hd__nand2_1 1, sky130_fd_sc_hd__ha_1 4, sky130_fd_sc_hd__clkdlybuf4s50_1 53, sky130_fd_sc_hd__fa_2 1, sky130_fd_sc_hd__xnor3_1 3
final cells by class:
class | instances | share of cell area
Timing Repair Buffer | 53 | 0.408
Tap cell | 67 | 0.0645
Inverter | 37 | 0.107
Multi-Input combinational cell | 37 | 0.420
metrics by stage:
step           cells  area, µm²  hold slack, ns  total power, mW
2_1_floorplan     90        802            4.95           0.0738
5_1_grt          194       1300            5.99            0.140
3_3_place_gp     194       1300            5.95            0.129
4_1_cts          194       1300            5.97            0.130
6_report         194       1300            5.95            0.126
3_5_place_dp     194       1300            5.96            0.130
Power and IR drop assume default switching activity.
